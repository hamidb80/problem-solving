### flow/design.v
module detector_1101_stops_by_1000 (
  input clk, 
  input new_bit,
  output detected,
);
  reg [2:0] state;
  always @(posedge clk) begin
    case (state)
      0: begin
        if (new_bit) state = 1;
      end
      1: begin
        if (new_bit) state = 2;
        else state = 5;
      end
      2: begin
        if (~new_bit) state = 3;
      end
      3: begin
        if (new_bit) state = 4;
        else state = 6;
      end
      4: begin
        if (new_bit) state = 2;
        else state = 5;
      end
      5: begin
        if (new_bit) state = 1;
        else state = 6;
      end
      6: begin
        if (new_bit) state = 1;
        else state = 7;
      end
      7: begin end  
    endcase
  end
  assign detected = state == 4;
endmodule
### flow/run.sh
#!/bin/bash
# OpenROAD 26Q1-2900-gdf79404cd8, Yosys 0.63+post, stock flow scripts
make -C /OpenROAD-flow-scripts/flow DESIGN_CONFIG=/design/flow/config.mk WORK_HOME=/design/flow/orfs finish
### flow/config.mk
export PLATFORM = sky130hd
export DESIGN_NAME = detector_1101_stops_by_1000
export DESIGN_NICKNAME = detector_1101_stops_by_1000
export VERILOG_FILES = /design/flow/design.v
export SDC_FILE = /design/flow/constraint.sdc
export NUM_CORES = 4
export LEC_CHECK = 1
export CORE_AREA = 10 10 70 70
export DIE_AREA = 0 0 80 80
### flow/constraint.sdc
current_design detector_1101_stops_by_1000

set clk_period 1.5
set clk_io_pct 0.2

create_clock -name clk0 -period $clk_period [get_ports {clk}]

set non_clock_inputs [all_inputs -no_clocks]
set_input_delay [expr $clk_period * $clk_io_pct] -clock clk0 $non_clock_inputs
set_output_delay [expr $clk_period * $clk_io_pct] -clock clk0 [all_outputs]
==> reports/results.ini <==
[yosys]
syn_avg_cell_area_um2 = 10.0
ys_warn_count = 1
synth_top_area_share_pct = 37.5
ys_ff = 3
postSynthSeqShare_pct = 37.5
top_cells_by_area = edfxtp_1 (38%), buf_6 (14%), xor2_1 (7.3%)
synth_cell_types = 15
synth_area_leader_cell = edfxtp_1
yosys_area_um2 = 240
synthCells = 24
yosys_cells = 24
syn_area_um2 = 240

[clock_network]
cts_buffers = 3
cts_max_level = 1
postCtsHoldBufs = 0
clk_latency_ns = 0.24
cts_tree = built
clock-sinks = 3
ctsLongestPathBuffers = 2
clk_pin_slew_worst_paths_ns = 0.04
cts-root-buf = clkbuf_4

[final_timing]
whs_ns = 0.697
setup_violations = 0
fin_skew_ns = 0.00667
fin_crit_ns = 1.41
maxSlewViolCount = 0
period_used_pct = 93.9
max_slew_margin_pct = 85.3
setup_ws_ns = 0.0919
rsz0062_at_grt = no
worst_slew_pin_slew_ns = 0.220
timing.fmax_ghz = 0.710
finalHoldViolations = 0

[place]
portBuffers = 2
dpl.cell_count = 73
hpwl_um = 357
placed_area_um2 = 314
gp_congestion = 0.781
place_ws_ns = -0.143

[floorplanning]
die_h_um = 80
core_util_floorplan_pct = 7.03
die_x_um = 80
row_count = 21
io_pins = 3
core_um2 = 3420
chipArea_um2 = 6400

[worst_setup_path]
endpoint_kind = flip-flop
path_max_fanout = 6
r2r_setup_slack_ns = 0.09
cp-start-kind = flip-flop
r2r_cells = 5
critical_path_required_ns = 1.42
critPathKind = flip-flop to flip-flop
timing.rr.start = state[1]
regToRegEndpoint = state[1]
arrival_ns = 1.33

[finish]
num-fill-cells = 405
final_cell_area_um2 = 375
synthToLayoutAreaGrowth_pct = 56.3
post-route-util_pct = 11.0
largest_reg_flops = 3
stdcell_count = 78
drive_gt1_share_pct = 43.8

[power_and_ir_drop]
p_sw_share_pct = 37.8
combinationalPowerShare_pct = 54.9
p_int_uw = 481
switchingPower_uw = 293
power.share.clock_pct = 19.5
max-vdd-ir-drop_mv = 0.449
p_leak_uw = 0.000133
p_seq_share_pct = 25.7
power_density_nw_per_um2 = 2060

[global_routing]
grt_max_degree = 9
overflow = 0
grt_pass1_wl_um = 945
grt_pass1_vias = 211
grt_antenna_before_repair = 0
gr-usage-all-layers_pct = 1.95

[detailed_routing]
final_antenna_net_count = 0
diodes = 0
vias = 203
vias_per_cell = 2.60
drt_iter0_markers = 8
first_pass_iters = 4
wire_per_inst_um = 7.24
wl_um = 565
drc = 0

[worst_hold_path]
holdCritStartpoint = state[1]
holdPathEnd = state[0]
whs_path_depth = 2
hold_class = flip-flop to flip-flop

[run_status]
status = finished clean

[job]
drv_cap = 0
warnings = 25

-- cells in the mapped netlist --
master    n
nand2b_1  2
xnor2_1   1
nor3_1    1
buf_6     3
a22oi_1   1
inv_1     1
nor2_1    2
o21ai_0   2
xor2_1    2
edfxtp_1  3
nand2_1   1
o32a_1    1
a31oi_1   2
maj3_2    1
nor2b_1   1
-- per-stage QoR --
step,TNS (ns),power (uW)
4_1_cts,0,737
3_5_place_dp,-0.529,536
6_report,0,774
5_1_grt,0,839
2_1_floorplan,0,468
3_3_place_gp,-0.314,514
-- worst max-delay path, cell delays in order, from the launching register on --
cell and delay, ns:
edfxtp_1 0.37, buf_4 0.15, buf_4 0.15, xor2_2 0.16, nor3_2 0.06, a31oi_2 0.21
-- per-layer routing --
layer	routed length [um]	track usage (%)	up-vias
met5	0	0	-
met4	0	0.352	0
met3	119	2.61	0
met2	175	1.77	8
met1	270	2.48	96
li1	-	-	99
-- cell type report --
type	instances	area [um^2]	share of cell area, %
clock buffer	4	26.3	7.00
inverter	1	3.75	1.00
multi-input combinational	17	141	37.7
sequential	3	90.1	24.0
tap	46	57.6	15.3
timing repair buffer	7	56.3	15.0
-- timing repair --
item,4_1_cts,5_1_grt
endpoints found under the setup margin,1,3
cloned,0,0
gates resized,3,3
buffers inserted,1,0
-- how the worst max path moves through the flow --
stage | endpoint | start | slack (ns)
4_1_cts | state[1] | state[1] | 0.01
5_1_grt | state[1] | state[1] | 0.02
6_report | state[1] | state[1] | 0.09
-- cells by family after synthesis --
group	share of synthesized area [%]
flip-flops	37.5
AND/OR/NAND/NOR	14.6
adder cells (fa/ha/maj)	4.69
XOR/XNOR	10.9
buffers and inverters	15.6
AND-OR/OR-AND	16.7
-- power groups by stage --
stage	clock network, uW	logic [uW]	registers (uW)
after CTS	155	384	199
after global routing	167	467	206
final	151	425	199
-- layout by cell type, fill, tap and decap left out --
| cell | count |
|---|---|
| buf_4 | 5 |
| clkbuf_4 | 3 |
| edfxtp_1 | 3 |
| o21ai_0 | 2 |
| nand2b_4 | 1 |
| nor2_2 | 1 |
| nand2b_1 | 1 |
| nor2_1 | 1 |
| nor2b_1 | 1 |
| xor2_2 | 1 |
| nor3_2 | 1 |
| a31oi_2 | 1 |
| inv_1 | 1 |
| xnor2_1 | 1 |
| o32a_1 | 1 |
| xor2_1 | 1 |
| nand2_1 | 1 |
| a31oi_1 | 1 |
| maj3_2 | 1 |
| a22oi_1 | 1 |
| clkbuf_1 | 1 |
| clkdlybuf4s50_1 | 1 |
| dlygate4sd2_1 | 1 |
Power figures rest on the tool's default switching activity, not on a simulated workload.

==> ./design.v <==
module pipeline_2(
    input clk, 
    input [7:0] a, b, c, d, e, 
    output reg [15:0] f
  );
  reg [7:0] c_d, temp1, temp2, temp3, temp3_d;
  always @ ( posedge clk) begin
    temp1 <= a | b;
    c_d <= c;
    temp2 <= temp1 + c_d;
    temp3 <= d & e;
    temp3_d <= temp3;
    f <= temp2 * temp3_d;
  end
endmodule
==> ./run.sh <==
#!/bin/bash
# OpenROAD 26Q1-2900-gdf79404cd8, Yosys 0.63+post, stock flow scripts
make -C /OpenROAD-flow-scripts/flow DESIGN_CONFIG=/design/flow/config.mk WORK_HOME=/design/flow/orfs finish
==> ./config.mk <==
export PLATFORM = sky130hd
export DESIGN_NAME = pipeline_2
export DESIGN_NICKNAME = pipeline_2
export VERILOG_FILES = /design/flow/design.v
export SDC_FILE = /design/flow/constraint.sdc
export NUM_CORES = 4
export LEC_CHECK = 1
export CORE_UTILIZATION = 50
==> ./constraint.sdc <==
current_design pipeline_2

set clk_period 4.8
set clk_io_pct 0.2

create_clock -name clk0 -period $clk_period [get_ports {clk}]

set non_clock_inputs [all_inputs -no_clocks]
set_input_delay [expr $clk_period * $clk_io_pct] -clock clk0 $non_clock_inputs
set_output_delay [expr $clk_period * $clk_io_pct] -clock clk0 [all_outputs]
==> notes.md <==
Results of the implementation run.

The number of max-slew violations in the final report is 0. The final critical delay including setup and external delays came out at approximately 4400 ps. CTS saw 56 sinks. The CTS H-tree depth is 2. Static timing analysis puts the maximum clock frequency at 0.226 GHz. The tally of nets with antenna violations remaining after routing came out at 0. The headroom to the max-slew limit is 73.0%. The starting DRC count in detailed routing came out at 48. The cell count after synthesis is 361. The total cell area at the placement stage came out at between 0.004 and 0.005 mm^2. The area inside the core boundary came out at a little under 0.007 mm^2. The leakage power of the design is between 0.002 and 0.0025 uW. The total of endpoints with negative setup slack in the final report is 0. The routed layout has 2407 vias. The clock slew seen by the registers of the worst setup and hold paths is 100 ps. Setup repair after global routing left no endpoint under its margin. TritonCTS built the clock tree.

The met3 layer usage reported by global route came out at roughly 2.5%. The die is ~87 um tall. The number of cells in the yosys synthesis report came out at 361. On the critical path the data arrives at approximately 4700 ps. The number of antenna violations at the first check in global routing is 0. The overall routing resource usage is between 10% and 20%. Hold timing on the final database bottoms out at a slack of 325 ps. At the later pin of the worst-skew pair, clock insertion delay measures 300 ps. The number of CTS-inserted buffers is 5.

Looking at the cell usage after synthesis, the top flip-flop cell is dfxtp_1. Leaving out fill and tap cells, the most frequent cells in the layout are 60 x and2_1, 56 x dfxtp_1, 56 x clkdlybuf4s50_1. The actual transition at the worst max-transition pin came out at 395 ps. The residual DRC count is 0.

The clock tree root buffer cell is clkbuf_8. In this run the tool buffered the top-level ports with between 50 and 60 buffer cells. The final antenna diode count is 0. The floorplan die area came out at between 0.007 and 0.008 mm^2. The total count of hold-check failures in the final report is 0. The number of placement rows came out at 30. In the final layout, the share of cells above drive strength 1 is under 10%. The cell area after synthesis came out at between 0.003 and 0.004 mm^2. The kind of path behind the tightest hold check is reg -> reg. The worst clock skew is roughly 9 ps. The largest fanout of any net on the critical path is 8. The width of the die came out at approximately 87 um. The signed area change from the synthesized netlist to the final layout came out at 21.8%. The post-synthesis sequential element count is 56.

The total negative setup slack is 0 ps. The origin of the critical flop-to-flop path is temp3_d[7]. Summed over all nets, the half-perimeter wirelength after detailed placement is 4730 um. For the worst flop-to-flop path, the logic depth is 14. The final design instance area without fill came out at 0.00445 mm^2. The number of placed I/O pins came out at 57.

The chip area line in the Yosys stat output reads 0.00365 mm^2. Tracing the worst setup path back leads to its startpoint at temp3_d[7]. The part of the Yosys area used for sequential elements came out at 30.7%. The met2 capacity usage during global routing came out at between 20% and 30%. The worst path uses 92.3% of the clock period. Averaged over all synthesized cells, the footprint is 10.1 um^2. Per the cell usage report, the commonest logic cell in the layout is and2_1. The via density per instance is ~4.6. Per the summary, power density relative to cell area is 377 mW/mm^2.

The aggregate routed wire length came out at 5570 um. The highest ir drop seen on vdd came out at 0.198 mV. The via count of the first global-routing pass is 2398. Counting the warning lines in the Yosys log gives 1.

The global-route wire length before repair came out at 10200 um. OpenSTA, run right after detailed placement, puts the worst setup slack at 348 ps. For reference, the critical path is captured by f[12]. The endpoint type of the worst setup path is a flop. The number of different library cells in the post-synthesis netlist came out at 35. The critical path endpoint has a required time of 5050 ps. Buffers inserted to repair hold after CTS numbered 0.

The critical path in the final layout is reported with a setup slack of 368 ps. The count of flip-flops with a built-in enable after synthesis is 0. The total number of warnings across the stage logs is 26. The most used routing layer in global routing is met2.

The met1 layer usage reported by global route came out at 27.0%. The run finished with clean final reports. The number of iterations in the first detailed-routing pass is 3.

The number of maximum-capacitance violations is 0. The clock tree buffer depth came out at 2. The number of setup buffers added after CTS came out at 0. The maximum number of pins on one net before global-route repair is 17. The total overflow left after global routing is 0.

The mean routed wirelength per cell came out at 10.7 um. The floorplan-stage core utilization came out at 52.6%. The setup slack of the worst register-to-register path came out at 370 ps. The async set-or-reset flop fraction in the synthesized netlist came out at 0%. The weighted congestion reported at the end of routability-driven placement is ~0.86. The worst setup path is launched from a flop. For reference, the most critical setup path is categorized as reg -> reg. The cell resize tally after clock tree synthesis came out at 0. The worst register-to-register path ends at f[12].
-- per-stage QoR --
step	util, %	total power, uW	instances
floorplan	-	1120	361
finish	64.1	1680	519
CTS	64.1	1710	519
detailed placement	62.3	1350	512
global placement	62.3	1340	512
global route	64.1	1850	519
-- cell usage after synthesis, types with 2 or more instances --
master    instances  area, um^2
nand3_1           4        20.0
ha_1             43         538
and3_1            4        25.0
dfxtp_1          56        1120
xor2_1            4        35.0
nor3_1            8        40.0
a211oi_1          2        15.0
fa_1             37         741
nor2_1           11        41.3
o21ai_0           5        25.0
a21oi_1          11        55.1
and2_1           60         375
nand2_1          16        60.1
nor2b_1           4        25.0
a21o_1            3        22.5
o21a_1            3        22.5
xnor2_1          10        87.6
or2_2             8        50.1
or4_1             2        15.0
inv_1            55         206
-- state kept, by name (all words and copies together) (netlist names) --
signal	count
f	16
c_d	8
temp1	8
temp2	8
temp3	8
temp3_d	8
-- kinds of logic after synthesis --
group                      Yosys count  synth area share [%]
and+or+nand+nor                    121                  18.6
adders and majority gates           80                  35.0
buffers and inverters               56                  5.96
DFF                                 56                  30.7
AOI/OAI and AO/OA                   33                  6.16
xor gates and xnor gates            14                  3.35
muxes                                1                 0.274
-- worst min path at each step --
| stage | endpoint | from | slack, ps | depth (start not counted) |
|---|---|---|---|---|
| 5_1_grt | temp3_d[3] | temp3[3] | 340 | 0 |
| 4_1_cts | temp3_d[4] | temp3[4] | 330 | 0 |
| 6_report | temp3_d[4] | temp3[4] | 330 | 0 |
-- power by group --
group          switching (uW)  internal [uW]  leakage [uW]
Sequential               47.8            550      0.000469
Clock                     147            205     0.0000642
Combinational             337            392       0.00161
-- routing by layer --
| metal | up-vias | share of wire, % | wire [um] |
|---|---|---|---|
| met4 | 0 | 0.63 | 35 |
| met1 | 1083 | 49 | 2750 |
| li1 | 1274 | - | - |
| met5 | - | 0 | 0 |
| met2 | 48 | 47 | 2600 |
| met3 | 2 | 3.4 | 188 |
-- final cells by class --
class	count	area, um^2
Fill cell	561	2490
Multi-Input combinational cell	249	2320
Sequential cell	56	1120
Timing Repair Buffer	56	561
Inverter	55	206
Tap cell	96	120
Clock buffer	5	68.8
Clock inverter	2	60.1
-- worst max-delay path, cell delays in order, from the launching register on --
cell	delay (ps)
dfxtp_1	460
nand2_1	110
fa_1	530
fa_1	560
inv_1	60
fa_1	520
inv_1	50
fa_1	530
inv_1	40
ha_1	330
and3_1	190
a221oi_2	350
a21oi_2	150
or4_1	410
nand3_1	90
Power and IR drop assume default switching activity.

==> /design/flow/config.mk <==
export PLATFORM = sky130hd
export DESIGN_NAME = BlockA
export DESIGN_NICKNAME = BlockA
export VERILOG_FILES = /design/flow/design.v
export SDC_FILE = /design/flow/constraint.sdc
export NUM_CORES = 4
export LEC_CHECK = 1
export CORE_AREA = 10 10 70 70
export DIE_AREA = 0 0 80 80
==> /design/flow/run.sh <==
#!/bin/bash
# OpenROAD 26Q1-2900-gdf79404cd8, Yosys 0.63+post, stock flow scripts
make -C /OpenROAD-flow-scripts/flow DESIGN_CONFIG=/design/flow/config.mk WORK_HOME=/design/flow/orfs finish
==> /design/flow/constraint.sdc <==
current_design BlockA

set clk_period 1.0
set clk_io_pct 0.2

create_clock -name clk0 -period $clk_period [get_ports {Clk}]

set non_clock_inputs [all_inputs -no_clocks]
set_input_delay [expr $clk_period * $clk_io_pct] -clock clk0 $non_clock_inputs
set_output_delay [expr $clk_period * $clk_io_pct] -clock clk0 [all_outputs]
==> /design/flow/design.v <==
module BlockA(
  Clk, Reset, DataRequest, 
  Data, RegisterA, Ack
); 
  input Clk, Reset, DataRequest;
  input [7:0] RegisterA; 
  output [7:0] Data;
  output Ack;
  reg Ack;
  reg [1:0] stateA;
  reg [1:0] nextstateA;
  reg [7:0] Data;
  parameter state0 = 2'b00;
  parameter state1 = 2'b01;
  always @(posedge Clk) begin 
    if(Reset) stateA <= state0;
    else stateA <= nextstateA;
  end 
  always @(DataRequest) begin 
    case(stateA) 
      state0: 
        if(DataRequest)
          nextstateA <= state1;
        else
          nextstateA <= state0; 
      state1: 
        if (~DataRequest)
          nextstateA <= state0; 
        else
          nextstateA <= state1;
      default: nextstateA <= state0;
    endcase
  end
  always @(stateA)
    case(stateA)
      state0: begin 
        Ack <= 1'b0;
        Data <= 8'b00000000;
      end
      state1: begin 
        Ack <= 1'b1;
        Data <= RegisterA;
      end
    endcase 
endmodule
==> ci_impl_report.md <==
### Yosys + OpenROAD results

| Metric | Value |
|---|---|
| Top post-synthesis cells by area | `dlxtn_1 (56%), and2_1 (21%), dfxtp_1 (17%), nand2b_1 (2.6%), nor2b_1 (2.6%)` |
| H-tree Lvls | `1` |
| Synth Area per Inst | `between 10 and 15 µm²` |
| Core Density at Floorplan | `0.0707` |
| Register area | `roughly 180 µm²` |
| Mapped Cells | `22` |
| Post-layout period usage | `0.647` |
| FP Rows | `21` |
| Fmax | `about 1500 MHz` |
| Ports | `20` |
| Final Util | `0.150` |
| 1st-pass router iterations | `1` |
| Slew Viols, Final | `0` |
| Root buffer cell | `clkbuf_4` |
| Leak Pwr | `about 0.20 nW` |
| CTS tree | `built` |
| Pwr Total | `between 0.3 and 0.4 mW` |
| Grt ovf | `0` |
| CP Data Arrival Time | `~0.76 ns` |
| Die Y | `about 80 µm` |
| GRT Resource Usage Total | `0.0256` |
| Cell class contributing the biggest share of worst-path delay | `buffers and inverters` |
| Vias per inst | `around 2.4` |
| Number of global-route vias before repair | `between 200 and 300` |
| ANT nets after route | `0` |
| Initial DRC Count | `0` |
| Worst Path Max Fanout | `2` |
| Ys flops | `11` |
| Crit path cell chain | `clkdlybuf4s50_1, nand2b_1` |
| Critical Path End Type | `flop` |
| Synth warnings | `1` |
| Antenna cells | `0` |
| Layout cells sized above 1 | `0.0682` |
| RSZ-0062 raised after global routing | `false` |
| WL per Instance | `between 9 and 10 µm` |
| Startpoint Class | `primary input` |
| Placed Cells | `slightly below 90` |
| Hold Vio Cnt, Final | `0` |
| MaxCap Viol Count | `0` |
| Cts hold-fix bufs | `0` |
| Synth cell types | `6` |
| OpenROAD warnings | `25` |
| Worst-Margin Slew | `just under 0.5 ns` |
| Mapped Area | `between 200 and 250 µm²` |
| Setup-failing EPs final | `0` |
| Minimum clock period after layout | `between 0.6 and 0.7 ns` |
| Fin Hold WS | `0.501 ns` |
| Total CTS buffers | `3` |
| Cell type with the largest total area | `dlxtn_1` |
| Yosys cell count | `22` |
| Post-CTS setup buffer count | `0` |
| CP Class | `in -> reg` |
| Crit path largest cell delay | `roughly 0.41 ns` |
| Synth top area share | `0.560` |
| Pwr dens | `a little under 700 mW/mm²` |
| Hold crit path type | `in -> reg` |
| Yosys stat area | `between 200 and 250 µm²` |
| Filler Cell Count | `391` |
| Die width | `80 µm` |
| First-pass GRT wire length | `between 1000 and 1500 µm` |
| Largest net degree at the start of global routing | `11` |
| Final weighted congestion in routability-driven placement | `0.633` |
| Fin cells | `around 90` |
| Crit path buffers/inverters | `1` |
| Register pins left without a clock | `9` |
| DR vias | `~210` |
| Gate Area | `approximately 66 µm²` |
| Cell with the largest stage delay on the worst path | `clkdlybuf4s50_1` |
| Req. time, crit path | `around 1.1 ns` |
| Slew margin rel. | `0.672` |
| Die area | `0.00640 mm²` |
| Residual DRC | `0` |
| WL final | `848 µm` |
| Status | `finished, final reports clean` |
| Worst vdd rail ir drop | `roughly 530 µV` |
| Clock Tree Buf Depth | `2` |
| Endpoints left unconstrained | `18` |
| Setup tns final | `0 ns` |
| Initial antenna violation count | `0` |
| Layout area overhead | `112%` |
| Post-CTS resize count | `0` |
| Register clock-pin slew on the reported worst setup and hold paths | `0.03 ns` |
| Number of port buffers | `19` |
| CORE AREA | `between 0.003 and 0.004 mm²` |
## registers in the layout (all words and copies together) (netlist names)
register  cells
Ack           1
stateA        2
Data          8
## worst paths after layout
kind | from | to | cells past startpoint
hold / removal | DataRequest | stateA[0]$_DFF_P_ | 2
setup / recovery | Reset | stateA[0]$_DFF_P_ | 2
## logic make-up after synthesis
group | count (synthesis) | synth area share
DFF | 2 | 0.166
latches | 9 | 0.560
and+or+nand+nor | 11 | 0.275
## cell type report
cell class	count	share of cell area
repair buffers	19	0.372
multi-input cells	11	0.130
flip-flops and latches	11	0.342
well taps	46	0.112
clock buffers	3	0.0440
## cell usage after synthesis (all sizes together)
| library cell | count |
|---|---|
| and2 | 8 |
| dfxtp | 2 |
| dlxtn | 9 |
| nor2b | 1 |
| nor2 | 1 |
| nand2b | 1 |
## per-stage QoR
step / area [µm²] / setup WS, ns
5_1_grt: 512 / 0.318
2_1_floorplan: 241 / 0.574
3_5_place_dp: 489 / 0.121
3_3_place_gp: 489 / 0.137
6_report: 512 / 0.353
4_1_cts: 512 / 0.363
## report_power, final
| part | switching [mW] | internal (mW) | leakage, nW | total, mW |
|---|---|---|---|---|
| logic | 0.0135 | 0.0461 | 0.101 | 0.0596 |
| clock network | 0.0461 | 0.132 | 0.0138 | 0.179 |
| registers | 0.00570 | 0.103 | 0.0865 | 0.109 |
## cell usage in the layout (no fill, tap or decap), drive strengths merged
| cell | synthesis | layout |
|---|---|---|
| nor2 | 1 | 1 |
| dfxtp | 2 | 2 |
| clkdlybuf4s50 | 0 | 19 |
| and2 | 8 | 8 |
| dlxtn | 9 | 9 |
| clkbuf | 0 | 3 |
| nor2b | 1 | 1 |
| nand2b | 1 | 1 |
## per-layer routing
layer	global-route usage	wire length, µm
met5	0	0
met1	0.0336	390
met2	0.0313	308
met3	0.0205	149
met4	0.00528	0
Power and IR drop assume default switching activity.
